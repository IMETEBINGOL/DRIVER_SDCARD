==> /design/flow/design.v <==
module spi_interface
#(
    parameter                                           PACKAGE_WIDTH           = 8         
)                   
(   
    input                                               clk,
    input                                               rstb,
    output  reg                                         spi_fifo_rd_en,
    input       [PACKAGE_WIDTH-1:0]                     spi_fifo_rd_data,
    input                                               spi_fifo_rd_empty,
    output  reg                                         spi_fifo_wr_en,
    output  reg [PACKAGE_WIDTH-1:0]                     spi_fifo_wr_data,
    input                                               spi_fifo_wr_full,
    output  reg                                         spi_cs,
    input                                               spi_sdi,
    output  reg                                         spi_sdo
);
localparam                                              HIGH        = 1'b1;
localparam                                              LOW         = 1'b0;
localparam                                              DRST        = 32'd0; 
localparam                                              IDLE        = 0;
localparam                                              EXEC        = 1;
localparam                                              NUMSTATE    = 2;
reg     [$clog2(PACKAGE_WIDTH)-1:0]                     count;
wire                                                    count_en;
reg     [$clog2(NUMSTATE)-1:0]                          next_state;
reg     [$clog2(NUMSTATE)-1:0]                          state;
reg     [PACKAGE_WIDTH-2:0]                             write_reg;       
reg     [PACKAGE_WIDTH-2:0]                             read_reg;       
assign count_en                                         = (state == EXEC);
always @(negedge clk or negedge rstb) 
begin
    if (!rstb)
    begin
        write_reg                                       <= DRST;
        spi_cs                                          <= HIGH;
        spi_sdo                                         <= HIGH;
    end
    else
    begin
        spi_fifo_rd_en                                  <= LOW;
        case (state)
            IDLE:
            begin
                write_reg                               <= DRST;
                spi_cs                                  <= HIGH;
                spi_sdo                                 <= HIGH;
                if (!spi_fifo_rd_empty)
                begin
                    spi_cs                              <= LOW;
                    spi_fifo_rd_en                      <= HIGH;
                end
            end
            EXEC:
            begin
                {spi_sdo, write_reg}                    <= {write_reg, 1'b1};
                if (~|count)
                begin
                    {spi_sdo, write_reg}                <= spi_fifo_rd_data;
                end
                if (&count)
                begin
                    spi_fifo_rd_en                      <= (spi_fifo_rd_empty) ? LOW : HIGH;
                    spi_cs                              <= (spi_fifo_rd_empty) ? HIGH : LOW;
                end
            end 
            default:
            begin
                write_reg                               <= DRST;
                spi_cs                                  <= HIGH;
                spi_sdo                                 <= HIGH;                
            end 
        endcase
    end
end
always @(posedge clk or negedge rstb) 
begin
    if(!rstb)
    begin
        read_reg                                        <= DRST;
        spi_fifo_wr_data                                <= DRST;
        spi_fifo_wr_en                                  <= LOW;
    end
    else
    begin
        spi_fifo_wr_en                                  <= LOW;
        case (state)
            IDLE:
            begin
                spi_fifo_wr_data                        <= DRST;
            end 
            EXEC:
            begin
                read_reg                                <= {read_reg[PACKAGE_WIDTH-3:0], spi_sdi};
                if (&count)
                begin
                    spi_fifo_wr_en                      <= spi_fifo_wr_full ? LOW : HIGH;
                    spi_fifo_wr_data                    <= {read_reg, spi_sdi};
                end
            end
            default:
            begin
                read_reg                                <= DRST;
            end
        endcase
    end
end
always @(posedge clk)        
begin
    if (!rstb)
    begin
        state                                           <= IDLE;
    end
    else
    begin
        state                                           <= next_state;
    end
end
always @(*)
begin
    case (state)
        IDLE:       next_state                          = spi_fifo_rd_empty ? IDLE:EXEC;
        EXEC:       next_state                          = (&count) ? (spi_fifo_rd_empty ? IDLE:EXEC):EXEC;  
        default:    next_state                          = IDLE;
    endcase
end
always @(posedge clk or negedge rstb) 
begin
    if (!rstb)
    begin
        count                                           <= DRST;
    end
    else
    begin
        if (count_en)
        begin
            count                                       <= count + 1;            
        end
        else
        begin
            count                                       <= DRST;
        end
    end
end
endmodule
==> /design/flow/run.sh <==
#!/bin/bash
# OpenROAD 26Q1-2900-gdf79404cd8, Yosys 0.63+post, stock flow scripts
make -C /OpenROAD-flow-scripts/flow DESIGN_CONFIG=/design/flow/config.mk WORK_HOME=/design/flow/orfs finish
==> /design/flow/config.mk <==
export PLATFORM = sky130hd
export DESIGN_NAME = spi_interface
export DESIGN_NICKNAME = spi_interface
export VERILOG_FILES = /design/flow/design.v
export SDC_FILE = /design/flow/constraint.sdc
export NUM_CORES = 4
export LEC_CHECK = 1
export CORE_AREA = 10 10 101 101
export DIE_AREA = 0 0 111 111
==> /design/flow/constraint.sdc <==
current_design spi_interface

set clk_period 2.6
set clk_io_pct 0.2

create_clock -name clk0 -period $clk_period [get_ports {clk}]

set non_clock_inputs [all_inputs -no_clocks]
set_input_delay [expr $clk_period * $clk_io_pct] -clock clk0 $non_clock_inputs
set_output_delay [expr $clk_period * $clk_io_pct] -clock clk0 [all_outputs]
==> changes_impl.md <==
### Physical design

* Slew HR at 0.756
* Antenna Cells at 0
* TritonCTS clock tree: done
* Final clock skew at approximately 58 ps
* FF-to-FF setup slack at 90 ps
* Die Wd at 111 µm
* Worst-case clock buffer depth at 2
* Gp weighted congestion at 0.726
* YS chip area at 0.00128 mm²
* Hold Violations, Final at 0
* CP Capture Type: primary output
* Crit. path cell count at 1
* Max Slew Vio Count at 0
* Final WL at 2560 µm
* Pleak at 0.755 nW
* Clk root buf: clkbuf_8
* Post-synth EDFFs at 1
* Most frequent cell after synthesis: dfrtp_1
* Unique cell types at 20
* DP Area at between 0.0015 and 0.002 mm²
* Hold buffer count at CTS at 0
* Grt total ovfl at 0
* HP Class: reg -> reg
* Logic pwr share at 0.126
* Internal power at 922 µW
* Total tool warning count at 32
* CP max stage cell: dfstp_2
* CP peak stage delay at 510 ps
* Clk sinks at 30
* Power Dens Cells at 668 mW/mm²
* GR Util met1 at 0.0594
* Synth flops at 30
* # setup viols final at 3
* Detailed Place HPWL at approximately 1800 µm
* Mux area share at 0.194
* Ys cells at 98
* Worst r2r src: count[0]
* Flip-flop count of the largest register after layout at 8
* Net Sw Frac at 0.221
* Critical Path, Cell by Cell: buf_2
* Worst-path clk slew at 40 ps
* Setup WS post-layout at -146 ps
* Netlist Area Pre-Place at between 0.001 and 0.0015 mm²
* GRT Max-Usage Layer: met1
* Max-cap violations at 0
* Core area at 0.00813 mm²
* Critical path class: reg -> out
* Sequential-to-total area share from yosys stat at 0.586
* Total GRT Usage at 0.0433
* Yosys aoi share at 0.0175
* Largest area contributor in the synthesized netlist: dfrtp_1
* Crit path from: spi_cs
* Syn_area_per_cell at ~13 µm²
* Status: finished, violations left
* CP bufs+invs at 1
* Met2 Usage GRT at 0.0582
* Worst-path fanout max at 2
* DRC violations left at 0
* Layout fillers at 861
* Least-Margin Pin Slew at around 370 ps
* Overall die area at between 0.01 and 0.015 mm²
* Die H at between 100 and 150 µm
* Post-synth top cells: dfrtp_1 (19), mux2i_1 (14), nand2_1 (13)
* Worst path arrival time at 2230 ps
* Vias in the first global route at 834
* Iteration-0 DRC Markers at 34
* Xor/xnor share at 0
* Ys flop type: dfrtp_1
* Adder Share, Synth at 0.0292
* Non-filler instance count after layout at 237
* First-pass GRT wire length at 4410 µm
* Fin area at 0.00177 mm²
* Reg2reg end: spi_fifo_rd_en
* 1st-pass router iterations at 2
* Grt met3 use at 0.0257
* Synthesis-to-layout area growth at 38.0%
* And+or+nand+nor area frac at 0.121
* Dominant comb cell: multiplexers
* Fin util at 0.218
* Max-area cell share at 0.370
* Worst reg2reg path depth at 4
* ANT nets after route at 0
* Placed insts at 226
* Vias at 765
* CP endpoint: spi_cs
* Via density at 3.23
* Fp_density at 0.158
* CP startpoint kind: flop
* Total negative setup slack at -277 ps
* Top cells by area, synth: dfrtp_1 (37%), dfrtn_1 (14%), mux2i_1 (11%)
* Cell Rows at 33
* Layout cells sized above 1 at 0.220
* Number of H-tree levels at 2
* Total CTS buffers at 5
* WP data required at between 2000 and 2500 ps
* Seq pwr share at 0.479
* Antenna violations before repair at 0
* Post-synth ARST share at 0.933
* Clock power frac at 0.394
* Drt wl/cell at 10.8 µm
* Pin count of the biggest net entering global routing at 30
* Worst vdd ir at 0.251 mV
* Unrepaired setup endpoints after global routing: yes
* Top delay family on crit path: flip-flops
* Gate Count Post-Synth at 98
* Ports at 25
* Failing checks: negative setup slack
* IO buf count at 24
* Switching pwr at 261 µW
* Late-Pin Clk Latency at 330 ps
* Yosys warning tally at 1
## cell type report
class                           count  area, µm²  area share
Clock buffer                        7       76.3      0.0430
Clock inverter                      4       41.3      0.0233
Inverter                            4       15.0     0.00847
Multi-Input combinational cell     57        482       0.272
Sequential cell                    30        753       0.425
Tap cell                          105        131      0.0741
Timing Repair Buffer               30        274       0.155
## stage by stage
stage	power, mW	hold WS [ps]	setup slack, ps
floorplan	0.679	224	-46.9
global placement	0.735	455	-185
detailed placement	0.737	464	-186
CTS	1.21	440	-164
global route	1.26	475	-193
finish	1.18	429	-146
## power groups by stage
stage	sequential [mW]	combinational (mW)	clock (mW)
4_1_cts	0.568	0.149	0.489
6_report	0.567	0.150	0.467
5_1_grt	0.578	0.168	0.515
## routing by layer
| metal | vias up | part of all wire |
|---|---|---|
| met5 | - | 0 |
| li1 | 385 | - |
| met3 | 3 | 0.098 |
| met4 | 0 | 0.0082 |
| met1 | 358 | 0.48 |
| met2 | 19 | 0.41 |
## timing repair
action | CTS | global route
gates cloned | 0 | 0
resized | 9 | 2
setup endpoints to repair | 3 | 10
setup buffers | 0 | 1
## layout by cell type (no fill, tap or decap)
cell              n
clkdlybuf4s50_1  21
dfrtp_1          19
mux2i_1          14
nand2_1          13
nor2b_1          10
inv_1             7
dfrtn_1           7
mux2_4            5
clkbuf_8          5
buf_4             5
mux2_2            3
buf_2             3
a21boi_0          2
and2_1            2
clkbuf_1          2
dfstp_2           2
nand2b_4          1
nor2b_2           1
nor2_1            1
nand3b_1          1
o211ai_1          1
ha_1              1
ha_2              1
ha_4              1
bufinv_16         1
buf_6             1
edfxtp_1          1
dfxtp_1           1
## kinds of logic (layout without fill, tap and decap cells)
group / after synthesis / count (layout)
flip-flops: 30 / 30
AND/OR/NAND/NOR: 29 / 29
multiplexers: 22 / 22
buffers and inverters: 11 / 45
AND-OR/OR-AND: 3 / 3
adder cells (fa/ha/maj): 3 / 3
## how the worst min path moves through the flow
stage       startpoint      end  slack (ps)  cells past startpoint
4_1_cts   write_reg[6]  spi_sdo         440                      2
5_1_grt   write_reg[6]  spi_sdo         480                      2
6_report  write_reg[6]  spi_sdo         430                      2
Power figures rest on the tool's default switching activity, not on a simulated workload.
